==> design/flow/design.v <==
module alu
    #(parameter SIZE=8)
    (
    input [3:0] op,
    input [SIZE-1:0] a,
    input [SIZE-1:0] b,
    output reg [SIZE-1:0] result,
    output reg cout,
    output reg ov,
    output reg sign
    );
    always @(*) begin
        case (op)
            0: {cout, result} = a + b;
            1: {cout, result} = a - b;
            2: {cout, result} = a & b;
            3: {cout, result} = a | b;
            4: {cout, result} = a ^ b;
            5: {cout, result} = ~ a;
            6: {cout, result} = a >> 1;
            7: {cout, result} = a << 1;
        endcase
        if((a[SIZE-1]==1 && b[SIZE-1]==1 && result[SIZE-1]==0) || (a[SIZE-1]==0 && b[SIZE-1]==0 && result[SIZE-1]==1)) begin
            ov=1;
        end
        else begin
            ov=0;
        end
        sign=result[SIZE-1];
    end
endmodule
==> design/flow/run.sh <==
#!/bin/bash
# OpenROAD 26Q1-2900-gdf79404cd8, Yosys 0.63+post, stock flow scripts
make -C /OpenROAD-flow-scripts/flow DESIGN_CONFIG=/design/flow/config.mk WORK_HOME=/design/flow/orfs finish
==> design/flow/config.mk <==
export PLATFORM = sky130hd
export DESIGN_NAME = alu
export DESIGN_NICKNAME = alu
export VERILOG_FILES = /design/flow/design.v
export SDC_FILE = /design/flow/constraint.sdc
export NUM_CORES = 4
export LEC_CHECK = 1
export CORE_AREA = 10 10 85 85
export DIE_AREA = 0 0 95 95
==> design/flow/constraint.sdc <==
current_design alu

set clk_period 5.7
set clk_io_pct 0.2

create_clock -name clk0 -period $clk_period

set non_clock_inputs [all_inputs -no_clocks]
set_input_delay [expr $clk_period * $clk_io_pct] -clock clk0 $non_clock_inputs
set_output_delay [expr $clk_period * $clk_io_pct] -clock clk0 [all_outputs]
==> results_dict.tcl <==
# flow metrics
set metrics [dict create \
    outcome "complete, no violations" \
    wl_met2_um 1830 \
    untimed_endpoints 18 \
    crit_slowest_cell "clkdlybuf4s50_1" \
    grt_max_degree 39 \
    min_to "sign" \
    rsz0062_at_grt "no" \
    unclocked_pins 9 \
    wl_met3_um 263 \
    cp_common_cell "clkdlybuf4s50_1" \
    dp.cells 309 \
    synth.yosys.num_cells 214 \
    required_ps 4560 \
    num_rows 27 \
    wl_per_cell_um 13.2 \
    grt_pass1_wl_um 6790 \
    cp.arrival_ps 3990 \
    max_slew_margin 0.577 \
    met1Wirelength_um 1990 \
    slew_violations 0 \
    grt.total_usage 0.0891 \
    grt_pass1_vias 1468 \
    stdcell_count 309 \
    tool_warnings 50 \
    antenna_left 0 \
    power_density_mw_per_mm2 78.9 \
    path_max_fanout 7 \
    synth_chip_area_mm2 0.00154 \
    hold_buffers 0 \
    max_freq_mhz 195 \
    path_cells "clkdlybuf4s50_1 -> inv_1 -> ha_1 -> a211oi_2 -> o21ai_1 -> a221oi_2 -> xnor2_1 -> a22oi_2 -> o21ai_2 -> mux2_4 -> clkdlybuf4s50_1" \
    gr-total-overflow 0 \
    internal_power_mw 0.0756 \
    p_seq_frac 0.057 \
    edf_count 0 \
    p_clk_frac 0 \
    fp_util 0.281 \
    worstSetupStartpointType "primary input" \
    synth_area_mm2 0.00154 \
    switchingPower_mw 0.0749 \
    drive_above_1_share 0.0549 \
    combPwrFrac 0.943 \
    post_cts.repair.setup_buffers 0 \
    syn_to_final_growth_pct 24.2 \
    ys_ff 9 \
    drt_pass1_iterations 4 \
    period_used_share 0.899 \
    fp.coreArea_mm2 0.00547 \
    diodes 0 \
    viasPerCell 4.88 \
    io_pins 31 \
    wl_um 4090 \
    p_sw_frac 0.498 \
    power.leakage_nw 0.868 \
    setup_tns_ps 0 \
    worstMarginPinSlew_ps 628 \
    syn_inst 214 \
    min-delay-start "op[3]" \
    antenna_found_initial 0 \
    ctsResizeCount 0 \
    drt-initial-drc-count 93 \
    async_flop_share 0 \
    drc_errors 0 \
    worstHoldPathCells 3 \
    final-hold-violation-count 0 \
    gp_congestion 0.910 \
    cap_violations 0 \
    dp_hpwl_um 3460 \
    yosysWarnings 2 \
    synth.distinct_cells 49 \
    synth.avg_cell_area_um2 7.17 \
    lay_top_cells "31 x clkdlybuf4s50_1, 26 x inv_1, 26 x ha_1, 20 x a21oi_1, 18 x nor2_1" \
    cpPeakStageDelay_ps 630 \
    fin_crit_ps 5130 \
    port_buffers 31 \
    ir_worst_vdd_uv 17.8 \
    dieArea_mm2 0.00903 \
    critPathKind "in -> out" \
    hp-class "in -> out" \
    flop_cell "dlxtn_1" \
    lay_top_count "clkdlybuf4s50_1" \
    die_h_um 95 \
    top_layer "met3" \
    route.vias.total 1507 \
    setup.worst_path.end_class "output pin" \
    setup_viol 0 \
    fp.dieW_um 95 \
]
## worst max-delay path: cells and delay by family
family	cells	cell delay, ps
multiplexers	1	310
buffers and inverters	3	1160
AND-OR/OR-AND	5	850
adder cells (fa/ha/maj)	1	360
XOR/XNOR	1	160
## layout make-up
cell class / instances / area [um2]
timing repair buffer: 35 / 340
fill: 596 / 3570
inverter: 26 / 97.6
multi-input combinational: 167 / 1240
sequential: 9 / 135
tap: 72 / 90.1
## per-stage QoR
stage / worst slack (ps) / util / power [mW] / hold WS [ps] / cell area (um2)
final: 574 / 0.348 / 0.150 / 3520 / 1910
after global routing: 347 / 0.348 / 0.168 / 3590 / 1910
after CTS: 549 / 0.348 / 0.151 / 3540 / 1910
after detailed placement: 551 / 0.348 / 0.151 / 3530 / 1910
after global placement: 588 / 0.348 / 0.151 / 3540 / 1910
after floorplan: 1870 / - / 0.100 / 2400 / 1540
## synth_stat cells, types with 2 or more instances
cell type / count / area (um2)
ha_1: 26 / 325
inv_1: 26 / 97.6
a21oi_1: 20 / 100
nor2_1: 18 / 67.6
o21ai_0: 16 / 80.1
nand2_1: 14 / 52.6
dlxtn_1: 9 / 135
mux2i_1: 7 / 70.1
clkbuf_1: 6 / 22.5
nand2b_1: 5 / 31.3
nand3_1: 5 / 25.0
o21bai_1: 5 / 37.5
xnor2_1: 4 / 35.0
a22oi_1: 3 / 22.5
a31oi_1: 3 / 18.8
buf_2: 3 / 15.0
nor3_1: 3 / 15.0
o2111ai_1: 3 / 26.3
a211o_1: 2 / 17.5
buf_1: 2 / 7.51
fa_1: 2 / 40.0
nor2b_1: 2 / 12.5
nor4_1: 2 / 12.5
o21ai_2: 2 / 17.5
o32ai_1: 2 / 17.5
## cell families (layout without fill, tap and decap cells)
logic type	Yosys count	after routing	synth area share
buf+inv	38	61	0.102
compound gates	72	72	0.315
xor+xnor	5	5	0.0285
latches	9	9	0.0880
fa+ha+maj	28	28	0.238
simple gates	53	53	0.158
mux	9	9	0.0701
## registers in the layout (all words and copies together), names as in the netlist
register,cells
cout,1
result,8
## routing by layer
| metal | vias to the layer above | global-route usage |
|---|---|---|
| met5 | - | 0 |
| met4 | 0 | 0.00249 |
| met3 | 0 | 0.0112 |
| met2 | 29 | 0.151 |
| met1 | 677 | 0.125 |
| li1 | 801 | - |
## power groups by stage
stage     clock network (mW)  logic [mW]  registers, mW
6_report                   0       0.142        0.00853
5_1_grt                    0       0.159        0.00884
4_1_cts                    0       0.143        0.00857
## worst max path at each step
stage	to	start	cells after the start
6_report	ov	a[1]	11
5_1_grt	ov	a[1]	11
4_1_cts	ov	a[1]	11
Power is estimated from default activity; no workload was simulated.
